File: flow/design.v
`timescale 1 ns / 1 ns
module upDownCounter16bit (
    data_in,
    rst_,
    ld_cnt,
    updn_cnt,
    count_enb,
    clk,
    data_out
);
  input logic [15:0] data_in;
  input logic rst_, ld_cnt, updn_cnt, count_enb, clk;
  output logic [15:0] data_out;
  always_ff @(posedge clk, negedge rst_)begin
    if(!rst_)begin   
      data_out <= 0;
    end 
    else if(!ld_cnt)begin       
      data_out <= data_in; 
    end
    else if(count_enb == 1)begin
      if(updn_cnt == 1)begin
        if(data_out == 16'b1)begin
            data_out <= 0;
        end else begin
            data_out <= data_out + 1;
        end
      end else if(updn_cnt == 0) begin
        if(data_out == 16'b0)begin
            data_out <= 16'hffff;
        end else begin
            data_out <= data_out - 1;
        end 
      end
    end 
  end
endmodule
File: flow/run.sh
#!/bin/bash
# OpenROAD 26Q1-2900-gdf79404cd8, Yosys 0.63+post, stock flow scripts
make -C /OpenROAD-flow-scripts/flow DESIGN_CONFIG=/design/flow/config.mk WORK_HOME=/design/flow/orfs finish
File: flow/config.mk
export PLATFORM = sky130hd
export DESIGN_NAME = upDownCounter16bit
export DESIGN_NICKNAME = upDownCounter16bit
export VERILOG_FILES = /design/flow/design.v
export SDC_FILE = /design/flow/constraint.sdc
export NUM_CORES = 4
export LEC_CHECK = 1
export CORE_AREA = 10 10 113 113
export DIE_AREA = 0 0 123 123
File: flow/constraint.sdc
current_design upDownCounter16bit

set clk_period 4.0
set clk_io_pct 0.2

create_clock -name clk0 -period $clk_period [get_ports {clk}]

set non_clock_inputs [all_inputs -no_clocks]
set_input_delay [expr $clk_period * $clk_io_pct] -clock clk0 $non_clock_inputs
set_output_delay [expr $clk_period * $clk_io_pct] -clock clk0 [all_outputs]
==> results.ini <==
[floorplan]
core_area_um2=10320
chip_area_um2=15130
die_h_um=123
io-pin-count=37
die_w_um=123
fp-row-count=37
initCoreUtil=0.1635

[yosys]
ys_cells=220
synth_area_leader_cell=dfrtp_1
yosys-top-cells-area=dfrtp_1 (24%), o21ai_0 (4.7%), a21oi_1 (4.4%)
syn_area_um2=1688
yosys_area_um2=1688
ys_seq_frac=0.2372
synth-edff-count=0
avgSynthCellArea_um2=7.672
synth_top_flop_cell=dfrtp_1
postSynth.asyncResetShare=1.000
ys_seq_elements=16
yosys_warnings=1
yosys.area.top_type_share=0.2372
netlist_instances=220
yosysUniqueCellTypes=54

[cells_and_area]
final_common_cell=clkdlybuf4s50_1
drive_gt1_frac=0.07438
largest_register=data_out
regArea_um2=400.4
final_cell_mix=clkdlybuf4s50_1 (36), nor2_1 (16), o21ai_0 (16), nand2_1 (16), dfrtp_1 (16)
synthToLayoutAreaGrowth_pct=28.61
comb_area_um2=1110
largest_reg_flops=16
reg_top3=data_out x16
fillCellCount=1137

[worst_setup_path]
worstPathMaxFanout=13
crit_slowest_cell=o21ai_1
start_kind=flop
worst-endpoint-arrival_ns=2.96
regToRegSetupSlack_ns=1.22
slowest_delay_ns=0.70
criticalPathCategory=flop to flop
cp.required_ns=4.17
end_kind=flop
crit_chain=nor4_1 > nand4_1 > o21ai_1 > nor3_1 > o221ai_1
r2r-start=data_out[10]$_DFFE_PN0P_
reg2regPathDepth=5
r2r-end=data_out[15]$_DFFE_PN0P_
cp-startpoint=data_out[10]$_DFFE_PN0P_

[status]
status=finished clean

[cts]
h-tree-depth=1
cts_sinks=16
cts.reportedPaths.clkPinSlew_ns=0.07
cts_resized=0
cts-buffers-inserted=3
clk_latency_ns=0.26
cts_hold_buf=0
cts_root_buf=clkbuf_8
cts_setup_buffers=0
cts_tree=built
clockBufferDepth=2

[grt]
grt_pass1_vias=1737
antenna_found_initial=0
grt_first_pass_wirelength_um=9873
grt_util_all_layers=0.08047
grt_max_degree=27
grt_overflow_total=0

[detailed_routing]
antenna_cells=0
vias=1876
viasPerCell=4.963
firstDrtPassIters=4
totalWireLength_um=6070
remaining_drc_errors=0
wl_per_cell_um=16.06
drt_iter0_drc=147
ant_nets=0

[pwr]
vdd_ir_drop_max_v=0.0001002
total_leakage_power_nw=0.7392
power_density_nw_per_um2=258.5
power_w=0.0005611

[sta]
hold_violations=0
grt_setup_unrepaired=no
setup_viol=0
max_slew.worst_pin.slew_ns=0.7431
period_needed_ns=2.785
layout_setup_ws_ns=1.215
fin_crit_sh=0.6962
slew_violations=0
tns_ns=0
timing.fmax_ghz=0.3591
relSlewSlack=0.5009
skew_ns=0.004517

[flow_run]
cap_viol_max_count=0
warning_count=28

[hold_path]
hold_path.class=flop to flop
whs_path_depth=2
min_from=data_out[4]$_DFFE_PN0P_
holdPathEnd=data_out[4]$_DFFE_PN0P_

[place]
dp_hpwl_um=4347
io_buffers=36
place.gp.congestion=0.9312
pre_cts_ws_ns=1.168

## layer usage
metal  routed length, um  track usage
met5                   0            0
met4                  21     0.005095
met3                 545      0.02220
met2                2652       0.1212
met1                2850       0.1179
## cell families after synthesis
| logic type | after synthesis | synth area share |
|---|---|---|
| xor gates and xnor gates | 2 | 0.01038 |
| muxes | 3 | 0.01927 |
| adders and majority gates | 4 | 0.02965 |
| and+or+nand+nor | 88 | 0.3069 |
| DFF | 16 | 0.2372 |
| AOI/OAI and AO/OA | 73 | 0.2913 |
| buffers and inverters | 34 | 0.1053 |
## per-stage QoR
stage	instance area [um^2]	util	cells	hold WS (ns)
2_1_floorplan	1688	-	220	0.5044
3_3_place_gp	2116	0.2049	374	0.6647
3_5_place_dp	2116	0.2049	374	0.6815
4_1_cts	2171	0.2103	378	0.7033
5_1_grt	2171	0.2103	378	0.7545
6_report	2171	0.2103	378	0.6999
## cell type report
cell class	instances	share of cell area
well taps	136	0.07839
clock buffers	4	0.02536
inverters	12	0.02075
repair buffers	40	0.1798
flip-flops and latches	16	0.1844
multi-input cells	170	0.5112
## power by group
part | switching [W] | leakage, nW | internal [W]
Clock | 0.0000652 | 0.0288 | 0.0000875
Sequential | 0.0000484 | 0.187 | 0.000179
Combinational | 0.0000853 | 0.524 | 0.0000959
## critical path, delay by kind of cell (launching register included)
kind / cells / cell delay (ns)
DFF: 1 / 0.52
and+or+nand+nor: 3 / 1.29
AOI/OAI and AO/OA: 2 / 0.88
## how the worst max path moves through the flow
stage | endpoint | slack, ns
global route | data_out[14]$_DFFE_PN0P_ | 0.93
CTS | data_out[14]$_DFFE_PN0P_ | 1.29
finish | data_out[15]$_DFFE_PN0P_ | 1.22
## Yosys cell counts (all sizes together), types with 4 or more instances
| library cell | n |
|---|---|
| and4 | 4 |
| clkbuf | 15 |
| a221oi | 4 |
| nor2 | 17 |
| inv | 12 |
| nand4 | 9 |
| o221ai | 5 |
| nor4 | 11 |
| buf | 7 |
| nand3 | 7 |
| a21oi | 15 |
| o21ai | 17 |
| nor3 | 7 |
| nand2 | 16 |
| a31oi | 4 |
| dfrtp | 16 |
| o2bb2ai | 5 |
| ha | 4 |
Power is estimated from default activity; no workload was simulated.
